==> flow/design.v <==
`timescale 1ns/1ns
module SRAM(clk, rst,SRAM_WE_N, SRAM_Addr, SRAM_DQ);
  input clk, rst, SRAM_WE_N;
  input[18:0] SRAM_Addr;
  inout[31:0] SRAM_DQ;
  reg[31:0] memory[0:511];
 always@(posedge clk)begin
    if(~SRAM_WE_N) begin
     memory[SRAM_Addr] <= SRAM_DQ;
   end
 end
 assign #30 SRAM_DQ = SRAM_WE_N? memory[SRAM_Addr]: 32'bzzzzzzzzzzzzzzzzzzzzzzzzzzzzzzzz;
endmodule
==> flow/run.sh <==
#!/bin/bash
# OpenROAD 26Q1-2900-gdf79404cd8, Yosys 0.63+post, stock flow scripts
make -C /OpenROAD-flow-scripts/flow DESIGN_CONFIG=/design/flow/config.mk WORK_HOME=/design/flow/orfs finish
==> flow/config.mk <==
export PLATFORM = sky130hd
export DESIGN_NAME = SRAM
export DESIGN_NICKNAME = SRAM
export VERILOG_FILES = /design/flow/design.v
export SDC_FILE = /design/flow/constraint.sdc
export NUM_CORES = 4
export LEC_CHECK = 1
export CORE_UTILIZATION = 50
export SYNTH_MEMORY_MAX_BITS = 65536
==> flow/constraint.sdc <==
current_design SRAM

set clk_period 143.0
set clk_io_pct 0.2

create_clock -name clk0 -period $clk_period [get_ports {clk}]

set non_clock_inputs [all_inputs -no_clocks]
set_input_delay [expr $clk_period * $clk_io_pct] -clock clk0 $non_clock_inputs
set_output_delay [expr $clk_period * $clk_io_pct] -clock clk0 [all_outputs]
==> results.txt <==
run metrics: status did not finish, Stop stage clock tree synthesis, first error message [error] [KeplerFormal.cpp:679] Workflow failed: Iso has multiple drivers: .SRAM_DQ10, place3099.X0, yosys stat area 627000 um^2, CTS HTree Levels 7, Post-synth regs approximately 16000, CTS resizes 0, Port Buf Inserts 10, Die Y-Extent roughly 1100 um, total setup buffers inserted after CTS 0, post-synthesis area per instance about 22 um^2, Post-synth EDFFs around 16000, Cell Type Count 80, # Cells Yosys roughly 29000, ys flop type edfxtp_1, Synth Instances between 20000 and 30000, Post-synth ARST share 0, placer congestion estimate 0.982, Rows slightly above 400, CTS sink cnt around 16000, DP HPWL between 1000000 and 1500000 um, Clock Path Buffers 6, area of the mapped netlist 627000 um^2, TritonCTS buffer count around 1700, Die Wd around 1100 um, register area share after synthesis 0.785, Post-Place Cells 45600, Floorplan Utilization 0.501, Placed Area about 660000 um^2, root buffer cell clkbuf_16, IO Pins 54, YS warnings 2, hold buffers post-CTS 0
-- kinds of logic after synthesis --
| kind of cell | after synthesis | share of synthesized area |
|---|---|---|
| DFF | 16400 | 0.785 |
| muxes | 5235 | 0.151 |
| AOI/OAI and AO/OA | 2880 | 0.0319 |
| and+or+nand+nor | 2279 | 0.0177 |
| buffers and inverters | 1762 | 0.0143 |
-- cell usage after synthesis, types with 34 or more instances --
cell type  number  share of area
and4_1         34        0.00048
edfxtp_1    16400           0.78
a32oi_1        42        0.00059
a211oi_1      152         0.0018
a22oi_1       616         0.0074
o211ai_1       66        0.00079
nand4_1       449         0.0045
nor2b_1        50        0.00050
buf_6         110         0.0020
nand3_1       220         0.0018
a22o_1        243         0.0034
a21oi_1       448         0.0036
nor3_1        111        0.00089
mux2i_1      1596          0.025
mux2_2        285         0.0051
nand2_1       578         0.0035
a221oi_1      152         0.0021
o22ai_1       427         0.0043
buf_2         704         0.0056
buf_4         173         0.0021
buf_1         154        0.00092
and3_1         50        0.00050
nor2_1        610         0.0037
a31oi_1       106         0.0011
a2111oi_0      34        0.00048
nor4_1         73        0.00073
clkbuf_1      587         0.0035
o21ai_0       361         0.0029
mux4_2       3354           0.12
-- stage by stage --
| stage | util | hold slack (ns) | setup WS, ns | total power [mW] |
|---|---|---|---|---|
| 3_3_place_gp | 0.528 | 1.23 | 75.39 | 6.46 |
| 3_5_place_dp | 0.528 | 1.25 | 75.33 | 6.34 |
| 2_1_floorplan | - | 5.73 | 75.89 | 5.83 |
Power figures rest on the tool's default switching activity, not on a simulated workload.
